--- flow/design.v ---
module mux_8to1
#(parameter DW_DATA = 32*4)
(
  input                             clk,
  input                             rst,
  input                             en,
  input signed [8*DW_DATA-1: 0]     in,
  input [2:0]                       sel,
  output reg signed [DW_DATA-1: 0]  out
);
wire signed [DW_DATA-1:0] in_data [7:0];
genvar gi;
generate
  for (gi=0; gi<8; gi=gi+1) begin
    assign in_data[gi] = in[gi*DW_DATA+:DW_DATA];
  end
endgenerate
always @(posedge rst or posedge clk) begin
  if (rst) begin : init_block
    out <= 0;
  end
  else if (en) begin : execute_block
    case(sel)
      3'b000: out <= in_data[0];
      3'b001: out <= in_data[1];
      3'b010: out <= in_data[2];
      3'b011: out <= in_data[3];
      3'b100: out <= in_data[4];
      3'b101: out <= in_data[5];
      3'b110: out <= in_data[6];
      3'b111: out <= in_data[7];
    endcase
  end
end
endmodule
--- flow/run.sh ---
#!/bin/bash
# OpenROAD 26Q1-2900-gdf79404cd8, Yosys 0.63+post, stock flow scripts
make -C /OpenROAD-flow-scripts/flow DESIGN_CONFIG=/design/flow/config.mk WORK_HOME=/design/flow/orfs finish
--- flow/config.mk ---
export PLATFORM = sky130hd
export DESIGN_NAME = mux_8to1
export DESIGN_NICKNAME = mux_8to1
export VERILOG_FILES = /design/flow/design.v
export SDC_FILE = /design/flow/constraint.sdc
export NUM_CORES = 4
export LEC_CHECK = 1
export CORE_AREA = 10 10 445 445
export DIE_AREA = 0 0 455 455
--- flow/constraint.sdc ---
current_design mux_8to1

set clk_period 1.3
set clk_io_pct 0.2

create_clock -name clk0 -period $clk_period [get_ports {clk}]

set non_clock_inputs [all_inputs -no_clocks]
set_input_delay [expr $clk_period * $clk_io_pct] -clock clk0 $non_clock_inputs
set_output_delay [expr $clk_period * $clk_io_pct] -clock clk0 [all_outputs]
==> ds_physical_params.txt <==
Table: implementation figures

Parameter                              Value

STA
  Setup slack after layout .................. -164.6 ps
  Total count of max-transition violations in the final report .................. 0
  F_max .................. 0.6828 GHz
  Setup repair after global routing missed its margin .................. true
  Transition time at the pin with the least slew margin .................. 606.8 ps
  Number of hold-slack violations in the final timing report .................. 0
  Final critical delay including setup and external delays .................. 1465 ps
  Fin crit share .................. 1.127
  Relative slew slack .................. 0.5955
  Final Skew .................. 0 ps
  Number of failing setup endpoints in the final timing report .................. 196
  Setup total negative slack .................. -11380 ps

Setup path
  Maximum cell stage delay along the critical path .................. 490 ps
  Kind of critical path .................. reg -> out
  CP cell instances .................. buf_12
  Cell type of the slowest stage on the worst timing path .................. dfrtp_2
  Cells on worst reg2reg path .................. 4
  Number of buffers and inverters on the critical path .................. 1
  Maximum fanout along the worst path .................. 2
  CP Launch Type .................. flip-flop
  Critical Path AT .................. 1200 ps
  Data required time of the worst path .................. 1040 ps
  Largest delay share family, worst path .................. flip-flops
  Critical Path End Type .................. primary output
  Number of gates on the worst path with buffers counted .................. 1

Global routing
  Pin count of the biggest net entering global routing .................. 41
  Global route overflow .................. 0
  Wire length of the first global-routing pass .................. 259.5 mm
  Gr usage total .................. 0.2032
  Initial antenna violation count .................. 272
  Number of global-route vias before repair .................. 19775

Detailed routing
  Overall via count from detail_route .................. 20400
  Post-DR vias/cell .................. approximately 3.7
  DRT Wirelength .................. 221.6 mm
  Residual DRC count .................. 0
  DRT antenna net count .................. 0
  Drt first pass iters .................. 7
  Average wire per standard cell .................. 40.45 um
  Number of violations reported at the end of detailed-routing iteration 0 .................. 1358

Floorplan
  Height of the die .................. about 460 um
  Ports .................. between 1000 and 1500
  Area of the die .................. 207000 um^2
  Width of the chip .................. ~460 um
  Std-Cell Core Area .................. 188000 um^2
  Num rows .................. 159
  FP Core Util .................. 0.06717

Pwr
  Reported leakage power .................. 13.95 nW
  VDD IR-drop max .................. approximately 1.3 mV
  Power per unit of standard cell area .................. 673.6 nW/um^2

Synth
  Yosys warns .................. 1
  Post-synthesis cell area .................. 12630 um^2
  Fraction of registers with async set/reset .................. 1.000
  Count of flip-flops with a built-in enable after synthesis .................. 0
  Post-Synthesis Mean Instance Area .................. 8.709 um^2
  Dominant cell type by area after synthesis .................. mux2i_1
  Top cells by area .................. mux2i_1, dfrtp_1, a221oi_1
  Number of flip-flops and latches in the synthesized netlist .................. 128
  Cells after Synth .................. 1450
  Post-synthesis chip area from yosys .................. around 13000 um^2
  Number of different library cells in the post-synthesis netlist .................. 27
  Portion of synthesized cell area occupied by the leading cell type .................. 0.2949
  Yosys stat cell total .................. 1450
  Post-synth top flop .................. dfrtp_1
  Seq share, synth .................. 0.2536

Finish
  Largest registers .................. out (128)
  Biggest register .................. out
  Post-route cell area .................. 34640 um^2
  Flip-flop count of the largest register after layout .................. 128
  Layout-stage area growth over the synthesis result .................. 174.3%
  Fraction of layout cells with a size suffix above 1 .................. 0.3145

Clock network
  TritonCTS clock tree .................. yes
  Clock sink count .................. 128
  Clock latency at the later pin of the worst-skew pair .................. about 540 ps
  Clock tree root buffer cell .................. clkbuf_16
  Hold-fix buffers, CTS .................. 0
  Clock slew at the register clock pins of the worst setup and hold paths .................. 80 ps
  Clock Path Buffers .................. 2
  Number of buffers created by CTS .................. 17
  H-tree levels .................. 4

Outcome
  Failing checks .................. negative setup slack
  Status .................. finished with violations

Place
  Final HPWL DP .................. 195.7 mm
  Final weighted congestion in routability-driven placement .................. 1.024
  Number of I/O port buffers .................. ~1200
  Dpl cell area .................. approximately 32000 um^2

Flow run
  Tool warning count .................. 28
  Max-Cap Viols .................. 0

Hold path
  Worst Hold Class .................. in -> async
logic make-up after synthesis:
logic type | share of synthesized area
AND/OR/NAND/NOR | 0.01050
multiplexers | 0.2993
buffers and inverters | 0.1430
flip-flops | 0.2536
AND-OR/OR-AND | 0.2936
per-layer routing:
metal	track usage	up-vias	wire [um]
li1	-	8582	-
met1	0.2307	9851	78620
met2	0.3307	1341	105900
met3	0.09580	476	25610
met4	0.07711	150	10430
met5	0	-	978
cells in the final DEF (no fill, tap or decap), types with 3 or more instances in the layout:
| master | Yosys | final |
|---|---|---|
| clkdlybuf4s50_1 | 0 | 1020 |
| mux2i_1 | 372 | 325 |
| buf_4 | 24 | 303 |
| inv_1 | 251 | 250 |
| o21ai_1 | 127 | 122 |
| o22ai_1 | 128 | 119 |
| dfrtp_1 | 128 | 114 |
| o221ai_2 | 0 | 112 |
| buf_12 | 0 | 110 |
| a221oi_2 | 0 | 90 |
| diode_2 | 0 | 76 |
| buf_2 | 45 | 54 |
| buf_6 | 17 | 50 |
| clkbuf_16 | 0 | 30 |
| a221oi_4 | 0 | 28 |
| mux2i_4 | 0 | 26 |
| mux2i_2 | 0 | 21 |
| buf_16 | 0 | 17 |
| dfrtp_2 | 0 | 14 |
| o22ai_2 | 0 | 9 |
| o221ai_4 | 0 | 8 |
| buf_8 | 0 | 8 |
| nand2b_1 | 9 | 7 |
| inv_6 | 0 | 6 |
| nand3_1 | 6 | 5 |
| a221oi_1 | 123 | 5 |
| a222oi_1 | 5 | 5 |
| o211a_1 | 5 | 5 |
| o21ai_2 | 0 | 5 |
| dlygate4sd2_1 | 0 | 4 |
| mux2_4 | 0 | 3 |
| clkinvlp_4 | 0 | 3 |
| clkinv_4 | 0 | 3 |
Yosys cell counts, types with 2 or more instances:
library cell / instances
buf_6: 17
clkbuf_1: 64
buf_2: 45
dfrtp_1: 128
nand2_1: 2
mux2i_1: 372
a222oi_1: 5
nor2_1: 2
o211a_1: 5
nor2b_1: 3
inv_1: 251
o21ai_1: 127
o221ai_1: 122
a221oi_1: 123
o22ai_1: 128
nand2b_1: 9
nand3_1: 6
mux2_2: 5
buf_4: 24
buf_1: 5
report_power, final:
group	internal, mW	total (mW)	switching (mW)
Sequential	4.51	5.07	0.559
Clock	2.85	5.59	2.74
Combinational	6.93	12.7	5.74
Total	14.3	23.3	9.04
per-stage QoR:
| stage | worst slack (ps) | std cells | hold WS (ps) | utilization | power [mW] |
|---|---|---|---|---|---|
| after floorplan | -541.2 | 1450 | 442.3 | - | 8.015 |
| after global placement | -994.4 | 5270 | 499.3 | 0.1678 | 16.95 |
| after detailed placement | -976.9 | 5270 | 502.2 | 0.1678 | 16.88 |
| after CTS | -239.0 | 5337 | 96.16 | 0.1748 | 22.92 |
| after global routing | -233.6 | 5440 | 126.1 | 0.1838 | 24.13 |
| final | -164.6 | 5477 | 137.9 | 0.1842 | 23.33 |
timing repair:
| action | 4_1_cts | 5_1_grt |
|---|---|---|
| pin swaps | 7 | 30 |
| buffers inserted | 30 | 49 |
| gates cloned | 6 | 17 |
| setup endpoints to repair | 163 | 226 |
| gates resized | 378 | 132 |
final cells by class:
cell class	count	area (um^2)
fill	20673	153400
timing repair buffer	1581	16510
multi-input combinational	915	10060
sequential	128	3221
tap	2495	3122
inverter	251	945.9
clock buffer	18	429.2
antenna	76	190.2
clock inverter	13	153.9
worst paths after layout:
check	start	endpoint	slack, ps
hold reg to reg	out[41]$_DFFE_PP0P_	out[41]$_DFFE_PP0P_	510
max in group asynchronous	rst	out[122]$_DFFE_PP0P_	660
setup reg to reg	out[38]$_DFFE_PP0P_	out[38]$_DFFE_PP0P_	440
min in group clk0	en	out[44]$_DFFE_PP0P_	170
setup / recovery	out[80]$_DFFE_PP0P_	out[80]	-160
hold / removal	rst	out[35]$_DFFE_PP0P_	140
Power figures rest on the tool's default switching activity, not on a simulated workload.
