<file path="./constraint.sdc">
current_design crossbar

set clk_period 1.4
set clk_io_pct 0.2

create_clock -name clk0 -period $clk_period [get_ports {clk}]

set non_clock_inputs [all_inputs -no_clocks]
set_input_delay [expr $clk_period * $clk_io_pct] -clock clk0 $non_clock_inputs
set_output_delay [expr $clk_period * $clk_io_pct] -clock clk0 [all_outputs]
</file>
<file path="./design.v">
module crossbar #(
    parameter N = 8,
    parameter DW_DATA = 32
) (
    input clk,
    input reset,
    input [N*N-1:0] ctrl,
    input [N*DW_DATA-1:0] in,
    output reg [N*DW_DATA-1:0] out
);
    reg [DW_DATA-1:0] reg_in [N-1:0][N-1:0][1:0];
    wire [DW_DATA-1:0] wire_out [N-1:0][N-1:0][1:0];
    integer i,j;
    always @(*) begin
        reg_in[0][0][0] <= in[0 +:DW_DATA];
        reg_in[0][0][1] <= 0;
        for (i=1; i<N; i=i+1) begin
            reg_in[i][0][0] <= in[i*DW_DATA +:DW_DATA];
            reg_in[i][0][1] <= wire_out[i-1][0][1];
        end
        for (j=1; j<N; j=j+1) begin
            reg_in[0][j][0] <= wire_out[0][j-1][0];
            reg_in[0][j][1] <= 0;
        end
        for (i=1; i<N; i=i+1) begin
            for (j=1; j<N; j=j+1) begin
                reg_in[i][j][1] <= wire_out[i-1][j][1];  
                reg_in[i][j][0] <= wire_out[i][j-1][0];  
            end
        end
        for (j=0; j<N; j=j+1) begin
            out[j*DW_DATA +:DW_DATA] <= wire_out[N-1][j][1];
        end
    end
    genvar gi, gj;
    generate
        for (gi=0; gi<N; gi=gi+1) begin: gen_row
            for (gj=0; gj<N; gj=gj+1) begin: gen_sw
                crossbar_switch #(
                    .DW_DATA(DW_DATA)
                ) u_x_sw (
                    .clk(clk),
                    .ctrl(ctrl[gi*N+gj]),
                    .in({reg_in[gi][gj][1], reg_in[gi][gj][0]}),
                    .out({wire_out[gi][gj][1], wire_out[gi][gj][0]})
                );
            end
        end
    endgenerate
endmodule
module crossbar_switch #(
    parameter DW_DATA = 4
) (
    input clk,
    input ctrl,
    input [2*DW_DATA-1:0] in,
    output reg [2*DW_DATA-1:0] out
);
    always @(posedge clk) begin
        if (ctrl) begin
            out <= {in[0 +:DW_DATA], in[DW_DATA +:DW_DATA]};
        end
        else begin
            out <= in;
        end
    end
endmodule
</file>
<file path="./run.sh">
#!/bin/bash
# OpenROAD 26Q1-2900-gdf79404cd8, Yosys 0.63+post, stock flow scripts
make -C /OpenROAD-flow-scripts/flow DESIGN_CONFIG=/design/flow/config.mk WORK_HOME=/design/flow/orfs finish
</file>
<file path="./config.mk">
export PLATFORM = sky130hd
export DESIGN_NAME = crossbar
export DESIGN_NICKNAME = crossbar
export VERILOG_FILES = /design/flow/design.v
export SDC_FILE = /design/flow/constraint.sdc
export NUM_CORES = 4
export LEC_CHECK = 1
export CORE_UTILIZATION = 50
</file>
==> Table 3: Implementation characteristics <==
Implementation parameters

Parameter                              Value

Final timing
  Relative max-transition margin .................. 0.734
  Setup-violating endpoint count in the final report .................. ~260
  Pins over their slew limit .................. 0
  Worst slack on hold paths .................. 61.2 ps
  Total negative slack .................. -61540 ps
  Setup repair after global routing missed its margin .................. yes
  Final critical-path share of the clock period .................. 1.28
  Worst Max-Slew Pin Slew .................. 399 ps
  Post-layout minimum cycle time .................. between 1500 and 2000 ps
  Count of final hold-check violations .................. 0
  Worst Setup Slack, final .................. -387 ps
  Max Clk Rate .................. ~560 MHz
  Final setup skew .................. about 52 ps

Worst setup path
  Startpoint type of the worst setup path .................. flop
  Startpoint-to-endpoint class of the critical path .................. reg2out
  Maximum net fanout on the critical path .................. 1
  Total number of cells along the worst setup path .................. 1
  Series of cell instances along the critical path .................. buf_6
  Critical-path cell with the highest stage delay .................. dfxtp_4
  Critical Path RT .................. approximately 1100 ps
  Top cell family by delay on the critical path .................. flip-flops
  Buffers plus inverters on the worst setup path .................. 1
  Data arrival time of the critical path .................. ~1500 ps
  Depth of the worst register-to-register path .................. 2
  Largest incremental delay on the critical path .................. between 400 and 500 ps
  Nature of the critical path endpoint .................. output port

Synthesis
  Area figure in the yosys stat output .................. 125000 sq um
  Library cell with the largest summed area after synthesis .................. dfxtp_1
  YS warnings .................. 3
  Average cell area after synthesis .................. 15.0 sq um
  Count of mapped cells out of synthesis .................. about 8300
  Post-Syn Area .................. roughly 120000 sq um
  Proportion of netlist area held by the largest area contributor .................. 0.616
  Main area contributors .................. dfxtp_1 (62%), mux2_2 (30%), clkbuf_8 (3.3%)
  Sequential share of the synthesized area .................. 0.616
  Number of cell instances after yosys synthesis .................. ~8300
  Flip-flop and latch count after synthesis .................. ~3800
  Unique masters post-synth .................. 13

Routing
  Number of nets with antenna violations after routing .................. 0
  Total wire length after detailed routing .................. a little under 300000 microns
  Drt first-iter violations .................. between 2000 and 2500
  Count of vias placed by the detailed router .................. approximately 60000
  DR WL/cell .................. roughly 23 microns
  Total DRC errors in the routed layout .................. 0
  Via-to-Cell Ratio .................. ~4.8
  First-pass DRT Iterations .................. 5

Power
  Portion of total power attributed to combinational logic .................. 0.090
  Switching Fraction .................. 0.225
  Standby leakage power .................. just over 60 nW
  Power per Cell Area .................. 1770 nW/um^2
  Worst-case vdd ir drop .................. 1.30 mV
  Net switching component of the power .................. roughly 58 mW
  Proportion of power drawn by flip-flops and latches .................. 0.512
  Clk pwr share .................. 0.398
  Internal portion of total power .................. 201 mW

Min path
  WHS Path Cells .................. 2
  HP Class .................. in2reg

Cells and area
  Register with the most flip-flops .................. gen_row.gen_sw.u_x_sw.out
  Top logic cell by instance count in the layout .................. dfxtp_1
  Fraction of final layout cells sized beyond drive strength 1 .................. 0.491
  Registers with the most flip-flops .................. gen_row.gen_sw.u_x_sw.out (3840)
  Number of flip-flops under the largest register name .................. between 3000 and 4000
  Core utilization of the finished layout .................. 0.592
  Most frequent logic cells in the routed design .................. dfxtp_1 (3724), mux2_2 (3337), clkbuf_16 (399)
  Layout Area Growth over Synthesis .................. 17.2%

Floorplanning
  Die W .................. between 500 and 600 microns
  Effective utilization at floorplan .................. 0.505
  Core area .................. ~250000 sq um
  Total die area .................. 251000 sq um
  Core Rows .................. ~180
  Number of top-level pins .................. between 500 and 600
  Vertical die dimension .................. about 500 microns

GRT
  Pin count of the biggest net entering global routing .................. about 65
  Number of antenna violations at the first check in global routing .................. roughly 44
  Global-route congestion overflow total .................. 0
  GRT Overall Usage .................. 0.244
  Number of global-route vias before repair .................. between 60000 and 70000
  Wire length of the first global-routing pass .................. 422000 microns

Place
  Count of input and output buffers .................. ~580
  Final weighted congestion of routability-driven global placement .................. 0.879
  Pre-CTS setup slack .................. -82.0 ps
  HPWL after detailed placement .................. roughly 220000 microns

CTS
  Post-CTS Setup Bufs .................. 0
  Buffer cell driving the clock tree root .................. clkbuf_16
  TritonCTS clock tree .................. yes
  H-tree depth .................. 5
  Clock-pin slew reported for the worst setup and hold paths after clock tree synthesis .................. roughly 60 ps
  Count of clock tree sinks .................. between 3000 and 4000
  Number of buffers created by CTS .................. ~400
  Clock buffer depth .................. 4
  Clk latency late pin .................. between 900 and 1000 ps

Status
  Failing checks .................. negative setup slack
  Outcome .................. complete, but fails checks

Job
  Total number of warnings across the stage logs .................. 30
  Maximum capacitance violations .................. 0
==> cells in the mapped netlist, drive strengths merged <==
cell type	number
and2	256
and2b	133
buf	315
clkbuf	332
dfxtp	3840
mux2	3360
nor2b	91
==> per-stage QoR <==
stage | instances | cell area, sq um | total power [mW]
global placement | 11900 | 131000 | 159
floorplan | 8327 | 125000 | 147
detailed placement | 11900 | 131000 | 159
finish | 12900 | 146000 | 259
CTS | 12800 | 146000 | 261
global route | 12900 | 146000 | 269
==> power groups by stage <==
stage / sequential, mW / clock, mW / combinational (mW)
6_report: 133 / 103 / 23.3
5_1_grt: 134 / 110 / 25.1
4_1_cts: 133 / 105 / 23.6
==> cell type report <==
cell class                 count  area (sq um)
timing repair buffer        1166         10900
tap                         3312          4140
clock buffer                 586         11800
sequential                  3840         77100
multi-input combinational   3840         41100
clock inverter               100          1170
fill                       18900        101000
antenna                       28          70.1
==> path summary, 6_finish.rpt <==
kind              slack (ps)                                        endpoint                                            from
hold / removal            60     gen_row[1].gen_sw[0].u_x_sw.out[50]$_DFF_P_                                          in[50]
setup reg to reg         140     gen_row[4].gen_sw[0].u_x_sw.out[45]$_DFF_P_     gen_row[3].gen_sw[0].u_x_sw.out[45]$_DFF_P_
hold reg to reg          430  gen_row[0].gen_sw[7].u_x_sw.out[55]$_SDFF_PN0_  gen_row[0].gen_sw[6].u_x_sw.out[23]$_SDFF_PP0_
setup / recovery        -390                                         out[66]     gen_row[7].gen_sw[2].u_x_sw.out[34]$_DFF_P_
==> what timing repair did <==
item / CTS / global route
gates resized: 906 / 11
hold buffers: 302 / 0
endpoints found under the setup margin: 256 / 256
hold endpoints to repair: 3764 / 0
==> metal layers <==
metal / wire length [microns] / global-route usage / up-vias
met4: 5950 / 0.0448 / 30
met5: 170 / 0 / -
met1: 141000 / 0.390 / 29200
met2: 119000 / 0.332 / 1294
met3: 24600 / 0.0886 / 381
li1: - / - / 30300
==> cells by family (layout without fill, tap and decap cells) <==
kind of cell / after synthesis / in the layout / synth area share
buffers and inverters: 647 / 1852 / 0.0543
other: 0 / 28 / 0
flip-flops: 3840 / 3840 / 0.616
multiplexers: 3360 / 3360 / 0.304
AND/OR/NAND/NOR: 480 / 480 / 0.0254
Power and IR drop assume default switching activity.
