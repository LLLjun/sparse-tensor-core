--- design.v ---
`timescale 1ns / 1ps
module reduction_mux
#(
    parameter DW_DATA = 8,
    parameter NUM_IN = 4,
    parameter SEL_IN = 2
)
(
    input [DW_DATA*NUM_IN-1:0] in,
    input [2*NUM_IN-1:0] edge_tag_in,
    input [SEL_IN*2-1:0] sel,
    output [DW_DATA*2-1:0] out,
    output [3:0] edge_tag_out
);
    reg [SEL_IN-1:0] SEL_LEFT, SEL_RIGHT;
    always @(*) begin
        SEL_RIGHT <= sel[2*SEL_IN-1 -:SEL_IN];
        SEL_LEFT <= sel[SEL_IN-1 -:SEL_IN]; 
    end
    assign out = {in[(SEL_RIGHT+1)*DW_DATA-1 -:DW_DATA], in[(SEL_LEFT+1)*DW_DATA-1 -:DW_DATA]};
    assign edge_tag_out = {edge_tag_in[(SEL_RIGHT+1)*2-1 -:2], edge_tag_in[(SEL_LEFT+1)*2-1 -:2]};
endmodule
--- run.sh ---
#!/bin/bash
# OpenROAD 26Q1-2900-gdf79404cd8, Yosys 0.63+post, stock flow scripts
make -C /OpenROAD-flow-scripts/flow DESIGN_CONFIG=/design/flow/config.mk WORK_HOME=/design/flow/orfs finish
--- config.mk ---
export PLATFORM = sky130hd
export DESIGN_NAME = reduction_mux
export DESIGN_NICKNAME = reduction_mux
export VERILOG_FILES = /design/flow/design.v
export SDC_FILE = /design/flow/constraint.sdc
export NUM_CORES = 4
export LEC_CHECK = 1
export CORE_AREA = 10 10 70 70
export DIE_AREA = 0 0 80 80
--- constraint.sdc ---
current_design reduction_mux

set clk_period 1.5
set clk_io_pct 0.2

create_clock -name clk0 -period $clk_period

set non_clock_inputs [all_inputs -no_clocks]
set_input_delay [expr $clk_period * $clk_io_pct] -clock clk0 $non_clock_inputs
set_output_delay [expr $clk_period * $clk_io_pct] -clock clk0 [all_outputs]
==> impl_metrics.py <==
# Auto-generated metrics
metrics = {
    "yosys": {
        "synth_cell_types": 14,
        "syn_inst": 48,
        "topCellsByArea": "mux4_2 34%, mux4_1 24%, nand4b_1 8.0%",
        "synth_seq_share_pct": 0,
        "syn_area_sq_um": 658,
        "synth_top_area_share_pct": 34.2,
        "yosysCellCount": 48,
        "yosysMostFrequentCell": "mux4_2",
        "yosysChipArea_sq_um": 658,
        "synth_area_leader_cell": "mux4_2",
        "synth_warnings": 1,
        "yosys-top-cells-count": "10 x mux4_2, 6 x mux4_1, 6 x nand4b_1",
        "syn_area_per_cell_sq_um": 13.7,
    },
    "power": {
        "ir_drop_uv": 110,
        "leakage_nw": 0.602,
        "p_per_area_nw_per_um2": 329,
    },
    "drt": {
        "dr.pass1.iters": 4,
        "wl_per_cell_um": 15.2,
        "n_antenna_cell": 0,
        "drc_errors": 0,
        "drtIter0Drc": 6,
        "vias_per_cell": 4.54,
        "routed_wl_um": 2620,
        "ant_nets": 0,
        "vias": 781,
    },
    "hold_path": {
        "min_path_cells": 4,
        "worstHoldStart": "sel[2]",
        "min_path_type": "in -> out",
        "holdPathEnd": "out[11]",
    },
    "final_layout": {
        "layout-drive-gt1-share_pct": 54.0,
        "layoutNonFillerInstCount": 172,
        "clock_buffers": 0,
        "regArea_sq_um": 0,
        "final_area_sq_um": 1440,
        "fill_cells": 343,
        "ff_count": 0,
        "area.growth.synth_to_final_pct": 119,
    },
    "final_timing": {
        "min_period_ns": 1.78,
        "hold_violations": 0,
        "timing.fmax_mhz": 560,
        "maxSlewHeadroom_pct": 88.6,
        "drv_slew": 0,
        "worst_pin_slew_ns": 0.170,
        "setup_viol": 20,
        "fin_setup_tns_ns": -3.63,
        "holdWs_ns": 1.08,
        "fin_ws_ns": -0.284,
        "post-route-period-util_pct": 119,
        "rsz0062_at_grt": "true",
    },
    "global_routing": {
        "grt_pass1_vias": 872,
        "grt_pass1_wl_um": 4310,
        "grt-ovfl-total": 0,
        "grt_util_all_layers_pct": 8.16,
        "grt_max_degree": 10,
        "antenna_found_initial": 0,
    },
    "critical_path": {
        "arrival_ns": 1.48,
        "crit_path_end_kind": "output pin",
        "cp-start-kind": "input pin",
        "worstSetupPathType": "in -> out",
        "worstPathRequired_ns": 1.20,
        "critPathMaxFanout": 4,
    },
    "flow_run": {
        "warning_count": 39,
        "max_cap_violations": 0,
    },
    "placed_design": {
        "pre_cts_slack_ns": -1.08,
        "dp_hpwl_um": 2280,
        "placed_area_sq_um": 1410,
        "place_congestion": 0.758,
        "dp_cells": 162,
        "port-buffer-count": 64,
    },
    "floorplan": {
        "die_area_sq_um": 6400,
        "ios": 64,
        "fp.dieW_um": 80,
        "coreArea_sq_um": 3420,
        "die_y_um": 80,
        "row_count": 21,
        "initCoreUtil_pct": 19.3,
    },
    "clock_tree": {
        "hold_buffers": 0,
    },
    "outcome": {
        "violations": "setup timing",
        "status": "complete, but fails checks",
    },
}
[timing repair]
item,in CTS,in global routing
setup buffers,10,0
gates resized,119,0
pin swaps,8,1
endpoints found under the setup margin,20,20
gates cloned,1,0
[cell usage in the layout, fill, tap and decap left out, drive strengths merged]
cell type,Yosys,layout
or2,1,1
nand4b,6,6
buf,6,44
or4b,2,2
mux2i,4,4
dlygate4sd2,0,12
clkdlybuf4s50,0,28
o211ai,4,4
nand2b,1,1
inv,4,4
mux4,16,16
ha,4,4
[layout make-up]
type / instances / area (sq um) / area share (%)
repair buffers: 84 / 766 / 53.1
multi-input cells: 38 / 596 / 41.3
well taps: 46 / 57.6 / 3.99
inverters: 4 / 22.5 / 1.56
[kinds of logic (layout without fill, tap and decap cells)]
family | after synthesis | in the layout | share of synthesized area [%]
AOI/OAI and AO/OA | 4 | 4 | 4.56
adders and majority gates | 4 | 4 | 7.60
buffers and inverters | 10 | 88 | 10.6
muxes | 20 | 20 | 64.3
and+or+nand+nor | 10 | 10 | 12.9
[routing by layer]
layer,share of wire [%],GRT usage [%]
met1,39,10.1
met2,46,13.0
met3,15,4.43
met4,0,0
met5,0,0
[power by group]
group / leakage, nW / internal [mW] / switching [mW] / total, mW
Clock: 0 / 0 / 0 / 0
Combinational: 0.602 / 0.338 / 0.136 / 0.474
Sequential: 0 / 0 / 0 / 0
[critical path, cell delays in order]
cell    delay, ns
buf_8        0.08
inv_4        0.03
ha_4         0.27
buf_12       0.10
buf_12       0.10
mux4_2       0.47
buf_2        0.12
[metrics by stage]
step | util [%] | power [mW]
after floorplan | - | 0.192
after global placement | 41.4 | 0.492
after detailed placement | 41.4 | 0.494
after CTS | 42.2 | 0.484
after global routing | 42.2 | 0.522
final | 42.2 | 0.474
[worst max-delay path by stage]
| stage | from | end | slack, ns | cells after the start |
|---|---|---|---|---|
| 4_1_cts | sel[2] | out[13] | -0.30 | 7 |
| 5_1_grt | sel[2] | out[10] | -0.35 | 7 |
| 6_report | sel[2] | out[13] | -0.28 | 7 |
Power is estimated from default activity; no workload was simulated.
