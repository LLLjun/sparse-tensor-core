File: flow/config.mk
export PLATFORM = sky130hd
export DESIGN_NAME = matrix_save_unit_basic
export DESIGN_NICKNAME = matrix_save_unit_basic
export VERILOG_FILES = /design/flow/design.v
export SDC_FILE = /design/flow/constraint.sdc
export NUM_CORES = 4
export LEC_CHECK = 1
export CORE_UTILIZATION = 40
File: flow/constraint.sdc
current_design matrix_save_unit_basic

set clk_period 142.6
set clk_io_pct 0.2

create_clock -name clk0 -period $clk_period [get_ports {clk}]

set non_clock_inputs [all_inputs -no_clocks]
set_input_delay [expr $clk_period * $clk_io_pct] -clock clk0 $non_clock_inputs
set_output_delay [expr $clk_period * $clk_io_pct] -clock clk0 [all_outputs]
File: flow/design.v
module matrix_save_unit_basic #(
  parameter M_TILE = 4, N_TILE = 4,
  parameter M_EXPAND = 1,
  parameter N_SECTION = 4,
  parameter DW_DATA = 32, DW_MEM_WRITE = M_TILE*N_TILE*M_EXPAND*DW_DATA)
(
  input                             clk,
  input                             rst,
  input                             en,
  input                             sel_acc_buf,
  input [3:0]                       col_buf,
  input [1:0]                        row_buf,
  input [2:0]                       block_type,
  input signed [M_TILE*M_EXPAND*N_TILE*DW_DATA-1:0] in,
  output signed [DW_MEM_WRITE-1:0]    out,
  output reg                              out_valid,
  output reg                              out_state
);
  reg [N_SECTION*M_EXPAND*M_TILE*N_TILE*DW_DATA-1:0] reg_out_buffer [1:0];
  reg [DW_MEM_WRITE-1:0]    reg_out;
  reg state, next_state;  
  reg [5:0] input_cnt, output_cnt;
  integer i, j, k, l, col;
  always @(posedge clk) begin
    if (rst) begin
      next_state <= 0;
      reg_out_buffer[0] <= 0;
      reg_out_buffer[1] <= 0;
      input_cnt <= 40;
      output_cnt <= 40;
    end
    else if (state!= sel_acc_buf) begin
      next_state <= sel_acc_buf;
      input_cnt <= 40;
      output_cnt <= 40;
      if (sel_acc_buf == 1) begin
        reg_out_buffer[0] <= 0;
      end
      else begin
        reg_out_buffer[1] <= 0;
      end
    end
    else begin
      output_cnt <= output_cnt - 4;
      input_cnt <= input_cnt - 4;
      reg_out_buffer[1-sel_acc_buf][(col_buf*M_EXPAND*M_TILE*N_TILE)*DW_DATA +: M_EXPAND*M_TILE*N_TILE*DW_DATA] <= reg_out_buffer[1-sel_acc_buf][(col_buf*M_EXPAND*M_TILE*N_TILE)*DW_DATA +: M_EXPAND*M_TILE*N_TILE*DW_DATA] + in;
    end
  end
  always @(posedge clk) begin
    state <= next_state;
    if (input_cnt <= 0) out_state = 0;
    else out_state <= 1;
    if (output_cnt <= 0) out_valid = 0;
    else out_valid <= 1;
  end
  always @(posedge clk) begin
    if (rst) begin
        reg_out <= 0;
    end
    col <= 10 - output_cnt / 4;
    reg_out <= reg_out_buffer[sel_acc_buf][(col*M_EXPAND*M_TILE*N_TILE)*DW_DATA +: M_EXPAND*M_TILE*N_TILE*DW_DATA];
  end
  assign out = reg_out;
endmodule
File: flow/run.sh
#!/bin/bash
# OpenROAD 26Q1-2900-gdf79404cd8, Yosys 0.63+post, stock flow scripts
make -C /OpenROAD-flow-scripts/flow DESIGN_CONFIG=/design/flow/config.mk WORK_HOME=/design/flow/orfs finish
==> impl_metrics.ini <==
; generated from flow reports
[run_status]
run_status = complete, no violations

[route]
drc_errors = 0
ant_nets = 0
drt-initial-drc-count = 16200
dr_total_vias = 198000
firstDrtPassIters = 9
routed_wirelength_um = 1140000
drt-wirelength-per-cell_um = 35.5
via_per_inst = 6.16

[power]
vdd_ir_drop_max_mv = 0.0136
cellPowerDensity_nw_per_um2 = 12.3
sw_pwr_mw = 1.09
clock_power_share_pct = 36.4
net_switching_fraction_of_the_power_pct = 29.6
leakagePower_nw = 108
power.share.combinational_pct = 19.9
cell_internal_pwr_mw = 2.60
sequentialPowerShare_pct = 43.7

[finish]
logic_area_sq_um = 122000
post_layout_util_pct = 46.3
area.sequential_sq_um = 134000
nFillCells = 58000
final_layout_size_suffix_gt1_share_pct = 16.4
area_growth_syn_to_layout_pct = 15.1

[logic_synthesis]
synth-warning-count = 1
syn-cell-area_sq_um = 262000
ys.flop_type = sky130_fd_sc_hd__edfxtp_1
asyncSetResetFlopFracSynth_pct = 0
ys_seq_share_pct = 51.0
yosys_area_sq_um = 262000
postSynthAreaPerCell_sq_um = 11.8
synth.lib_cells_used.distinct = 103
synthesis.instances = 22200
synth-cells-yosys = 22200
netlist.area_leader.share_pct = 47.0
ys_top_cells_by_area = sky130_fd_sc_hd__edfxtp_1 47%, sky130_fd_sc_hd__mux4_2 18%, sky130_fd_sc_hd__nor2_1 8.3%
yosysTopAreaCell = sky130_fd_sc_hd__edfxtp_1
post_synth_tally_of_flip_flops_with_integrated_enable = 4096
postSynthRegisterBits = 4624

[worst_setup_path]
worst_setup_path_end_kind = register
critical_path.n_buffers_inverters = 10
crit_top_cell = sky130_fd_sc_hd__buf_4
timing.critical_path.slowest_stage_cell = sky130_fd_sc_hd__o21ai_1
r2r_cells = 18
cp.arrival_ps = 40240
criticalPathCategory = input port to register
ff2ff_setup_slack_ps = 133600
path_delay_family = buffers and inverters
worst_reg2reg_path_endpoint = reg_out_buffer[0][500]$_SDFFCE_PN0P_
timing.critical_path.required_ps = 143410
reg2reg_from = reg_out_buffer[1][1201]$_SDFFCE_PN0P_
crit_fanout = 56
critPathMaxStageDelay_ps = 810
crit_path_start_kind = input port

[placed_design]
gp_congestion = 1.10
hpwlAfterDp_um = 845000
portBuffers = 1032

[final_timing]
final_period_minus_worst_setup_slack_ps = 39430
final.setup.tns_ps = 0
timing_worst_slew_pin_value_ps = 1110
maxSlewViolCount = 0
holdWs_ps = 351
report.final.setup_viol = 0
slew_headroom_pct = 25.3
fmax_ghz = 0.0254
setup_repair_after_global_routing_missed_its_margin = false
hold_violations = 0
final.setup_skew_ps = 106
timing.final.crit_share_pct = 27.7

[clock_tree]
numClockSinks = 4624
cts_max_path_buffers = 4
post_cts.repair.setup_buffers = 0
total_clock_buffers_created_by_cts = 525
post_cts_hold_buffer_count = 0
ctsHtreeMaxLevel = 6
clk_pin_slew_worst_paths_ps = 60
root_buffer = sky130_fd_sc_hd__clkbuf_16
tritoncts_clock_tree = yes
cts-resized-gates = 0
worstSkewPairLatency_ps = 1160

[global_routing]
globalRouteTotalUtil_pct = 36.8
global_route.overflow_total = 0
grt_start_max_net_pins = 94
grt_antenna_before_repair = 82
first_global_vias = 203000
grt_pass1_wl_um = 1560000

[job]
cap_viol_max_count = 0
openroad.warnings = 38

[floorplan]
fp_util_pct = 40.2
die_height_um = 811
ios = 1039
dieWidth_um = 811
area_enclosed_by_the_die_boundary_sq_um = 658000
core.rowCount = 296
placeableCoreArea_sq_um = 651000

[hold_path]
timing.hold.worst.class = register to register
timing.hold.worst.start = next_state$_SDFFE_PP0P_
min_path_cells = 0
min_to = state$_DFF_P_
==> area by class of cell <==
cell class,count,area share [%]
Tap cell,8642,3.59
Clock inverter,239,0.890
Timing Repair Buffer,1900,5.70
Inverter,189,0.235
Antenna cell,98,0.0813
Multi-Input combinational cell,15800,40.4
Sequential cell,4624,44.3
Clock buffer,700,4.78
==> power groups by stage <==
stage                 registers, mW  clock network [mW]  logic [mW]
after CTS                      1.62                1.36       0.724
after global routing           1.63                1.41       0.768
final                          1.62                1.35       0.735
==> cells in the mapped netlist, types with 225 or more instances <==
library cell and count:
sky130_fd_sc_hd__nor2_1 5812, sky130_fd_sc_hd__dfxtp_1 528, sky130_fd_sc_hd__a21oi_1 1190, sky130_fd_sc_hd__xnor2_1 285
sky130_fd_sc_hd__nand2_1 1313, sky130_fd_sc_hd__mux2i_1 1025, sky130_fd_sc_hd__nor3_1 284, sky130_fd_sc_hd__o21ai_0 832
sky130_fd_sc_hd__a21o_1 225, sky130_fd_sc_hd__clkbuf_1 1192, sky130_fd_sc_hd__edfxtp_1 4096, sky130_fd_sc_hd__nand4_1 395
sky130_fd_sc_hd__ha_1 519, sky130_fd_sc_hd__buf_1 322, sky130_fd_sc_hd__mux4_2 2048
==> layout by cell type (no fill, tap or decap), types with 279 or more instances in the layout <==
cell type,instances
sky130_fd_sc_hd__nor2_1,5809
sky130_fd_sc_hd__edfxtp_1,4096
sky130_fd_sc_hd__mux4_2,2048
sky130_fd_sc_hd__nand2_1,1297
sky130_fd_sc_hd__a21oi_1,1190
sky130_fd_sc_hd__clkdlybuf4s50_1,1028
sky130_fd_sc_hd__mux2i_1,1025
sky130_fd_sc_hd__buf_4,845
sky130_fd_sc_hd__o21ai_0,831
sky130_fd_sc_hd__clkbuf_16,537
sky130_fd_sc_hd__dfxtp_1,526
sky130_fd_sc_hd__ha_1,519
sky130_fd_sc_hd__nand4_1,395
sky130_fd_sc_hd__xnor2_1,284
sky130_fd_sc_hd__nor3_1,279
==> worst max-delay path by stage <==
stage     slack, ps                               endpoint  startpoint  cells past startpoint
4_1_cts      103520   reg_out_buffer[1][505]$_SDFFCE_PN0P_  col_buf[0]                     26
5_1_grt      102760  reg_out_buffer[0][1017]$_SDFFCE_PN0P_  col_buf[0]                     26
6_report     103170   reg_out_buffer[0][803]$_SDFFCE_PN0P_  col_buf[0]                     27
==> cell families after synthesis <==
logic type      Yosys count  synth area share [%]
compound gates         3108                  7.13
fa+ha+maj               520                  2.49
flops                  4624                  51.0
xor+xnor                502                  1.68
simple gates           8577                  13.6
buf+inv                1771                  2.57
mux                    3074                  21.5
==> per-stage QoR <==
step                setup WS (ps)  std cells  area, sq um  total power [mW]
floorplan                  100060      22200       262000              2.04
global placement           102350      31100       284000              2.36
detailed placement         102300      31100       284000              2.36
CTS                        103520      32100       301000              3.70
global route               102760      32100       301000              3.80
finish                     103170      32200       302000              3.70
==> flip-flops by register name, summed over array words and instances, names as in the netlist <==
register and count:
state 1, out_state 1, input_cnt 4, reg_out_buffer 4096
col 4, out_valid 1, next_state 1, output_cnt 4
reg_out 512
==> routing by layer <==
layer | wire length [um] | track usage, % | up-vias
met5 | 4760 | 5.87 | -
met4 | 100000 | 23.2 | 133
met3 | 181000 | 23.4 | 2441
met2 | 478000 | 49.6 | 13100
met1 | 376000 | 44.5 | 97600
li1 | - | - | 85000
Power and IR drop assume default switching activity.
